--- flow/config.mk ---
export PLATFORM = sky130hd
export DESIGN_NAME = ysyx_22041412_mul
export DESIGN_NICKNAME = ysyx_22041412_mul
export VERILOG_FILES = /design/flow/design.v
export SDC_FILE = /design/flow/constraint.sdc
export NUM_CORES = 4
export LEC_CHECK = 1
export CORE_UTILIZATION = 40
--- flow/constraint.sdc ---
current_design ysyx_22041412_mul

set clk_period 51.2
set clk_io_pct 0.2

create_clock -name clk0 -period $clk_period [get_ports {clk}]

set non_clock_inputs [all_inputs -no_clocks]
set_input_delay [expr $clk_period * $clk_io_pct] -clock clk0 $non_clock_inputs
set_output_delay [expr $clk_period * $clk_io_pct] -clock clk0 [all_outputs]
--- flow/design.v ---
module ysyx_22041412_booth_code #(DATA_WIDTH = 64)(
    input  [DATA_WIDTH-1:0] multiplicand   , 
    input  [2:0]  code           , 
    output [DATA_WIDTH-1:0] product  
);
wire sign = multiplicand[DATA_WIDTH-1];
reg [DATA_WIDTH:0]op1;  
reg op2;        
always @(*)begin
	case (code)
		3'b000: op1= { (DATA_WIDTH+ 1 ){1'b0}};
		3'b001: op1= { sign, multiplicand    };
		3'b010: op1= { sign, multiplicand    };
		3'b011: op1= { multiplicand, 1'b0    };
		3'b100: op1= {~multiplicand, 1'b1    };
		3'b101: op1= {~sign, ~multiplicand   };
		3'b110: op1= {~sign, ~multiplicand   };
		default: op1= { (DATA_WIDTH + 1 ){1'b0}};
		endcase		
end          	
always @(*)begin
	case (code)
		3'b000: op2= 1'b0;
		3'b001: op2= 1'b0;
		3'b010: op2= 1'b0;
		3'b011: op2= 1'b0;
		3'b100: op2= 1'b1;
		3'b101: op2= 1'b1;
		3'b110: op2= 1'b1;
		default: op2= 1'b0;
		endcase		
end          	
assign product = op1[DATA_WIDTH-1:0] + {{DATA_WIDTH-1{1'b0}},op2};
endmodule
module ysyx_22041412_mul(
	input						clk,
	input						rst,
	input   					flush,			 
	input						mul_vaild_i,	 
	input		    [63:0]		multiplicand_i,	 
	input		    [63:0]		multiplier_i,	 
	input						mulw_i,			 
	input			[1:0]		mul_signed,		 
	input						mul_mode,   
	output  reg 		 	    mul_valid_o, 	 
	input						ready_i,
	output	reg		[63:0]		result_lo_o  	 
);
wire [129:0]multiplicand_abs;
wire [64:0]multiplier_abs;
reg [129:0]   multiplicand_r   	;
reg [66:0] 	  multiplier_r  	;
reg [129:0]   result;
wire [129:0]  product;
assign multiplicand_abs[129:64] = (mulw_i | ~mul_signed[1]) ? 66'b0 : {66{multiplicand_i[63]}};
assign multiplicand_abs[63:32]  = (mulw_i) ? 32'b0 : multiplicand_i[63:32];
assign multiplicand_abs[31:0]   = multiplicand_i[31:0];
assign multiplier_abs  [64]     = (mulw_i | ~mul_signed[0]) ? 1'b0 : multiplier_i[63];
assign multiplier_abs  [63:32]  = (mulw_i) ? 32'b0 : multiplier_i[63:32];
assign multiplier_abs  [31:0]   = multiplier_i[31:0];
reg [1:0]state;
parameter IDLE   = 2'b00;
parameter DOING  = 2'b01;
parameter FINISH = 2'b10;
always@(posedge clk) begin
  if(rst)state<=IDLE;
  else if(state==IDLE)  state<= (mul_vaild_i & ~mul_valid_o) ? DOING : IDLE ;
  else if(state==DOING) state<= (~|multiplier_r ) ? FINISH :
  								(~mul_vaild_i) ? IDLE : DOING;
  else if(state==FINISH)state<= IDLE;
end
always @(posedge clk) begin
	if(rst)begin
			mul_valid_o         <= 1'b0;
			multiplicand_r		<= 0;
			multiplier_r		<= 0;  
	end else begin
		case (state)
		IDLE:begin
			if(mul_vaild_i & ~mul_valid_o)  begin
				multiplicand_r				<= multiplicand_abs;
				multiplier_r				<= {multiplier_abs[64],multiplier_abs,1'b0};  
			end else if(ready_i)begin   
				mul_valid_o         <= 1'b0;
				multiplicand_r		<= 0;
				multiplier_r		<= 0;  
				result			    <= 0;
				result_lo_o         <= 0;
			end
		end
		DOING:begin
			if( |multiplier_r) begin  
				result          <= result + product;
				multiplicand_r  <= multiplicand_r << 2;  
				multiplier_r    <= multiplier_r >> 2;  
			end  
		end
		FINISH:begin
			mul_valid_o     <= 1'b1;
			result_lo_o     <= (~mul_mode)?result[63:0] :result[127:64];
			multiplicand_r	<= 0;
			multiplier_r    <= 0;  
		end
		default:;
		endcase
	end
end
  ysyx_22041412_booth_code #(130) code (
	        .multiplicand     ( multiplicand_r     ),
			.code             ( multiplier_r[2:0]  ),
            .product          ( product            )
  );
endmodule
--- flow/run.sh ---
#!/bin/bash
# OpenROAD 26Q1-2900-gdf79404cd8, Yosys 0.63+post, stock flow scripts
make -C /OpenROAD-flow-scripts/flow DESIGN_CONFIG=/design/flow/config.mk WORK_HOME=/design/flow/orfs finish
==> metrics.json <==
{
  "grt_pass1_wl_um": 139000,
  "arrival_ns": 13.48,
  "setup-tns-final_ns": 0,
  "final_max_slew_viol_count": 0,
  "maximum_number_of_pins_on_one_net_before_global_route_repair": 127,
  "finalWirelength_um": 89500,
  "critical_path_required_ns": 51.72,
  "first_global_vias": 23560,
  "track_usage": 0.266,
  "clock-sinks": 390,
  "power_leakage_uw": 0.0119,
  "drive_above_1_share": 0.0444,
  "fp.coreArea_um2": 67200,
  "postLayoutCellArea_um2": 31200,
  "area_growth_syn_to_layout_pct": 14.9,
  "most_used_dff_post_synth": "sky130_fd_sc_hd__dfxtp_1",
  "lay_top_cells": "413 x sky130_fd_sc_hd__nor2_1, 277 x sky130_fd_sc_hd__a21oi_1, 229 x sky130_fd_sc_hd__nor3_1",
  "grtUsageMet1": 0.392,
  "clk-insertion-delay-late_ns": 0.62,
  "grt_setup_unrepaired": "no",
  "synth_cells": 3258,
  "htreeDepth": 2,
  "finish.utilization": 0.464,
  "place.detailed.hpwl_um": 66600,
  "yosysSeqAreaShare": 0.358,
  "clk_path_buf_depth": 3,
  "die_w_um": 263,
  "port_buffers": 200,
  "cts_repair_resize_count": 0,
  "holdCritPathClass": "reg2reg",
  "power.ir.vdd_worst_v": 0.0000250,
  "grtUsageMet3": 0.0558,
  "synth.avg_cell_area_um2": 8.33,
  "vias_per_cell": 5.90,
  "ioPinCount": 202,
  "synth-edff-count": 192,
  "drv_cap": 0,
  "clkTransAtPathRegs_ns": 0.06,
  "worst_setup_path_end_kind": "flip-flop",
  "worstMarginPinSlew_ns": 0.814,
  "run_status": "completed",
  "cts_tree": "done",
  "mappedNetlistArea_um2": 27100,
  "postCtsSetupBuffers": 0,
  "routabilityCongestion": 1.00,
  "cp-start-kind": "primary input",
  "final_period_demand_of_the_worst_path_ns": 12.96,
  "reg2reg_setup_slack_ns": 45.08,
  "ys.flops": 390,
  "drt_pass1_iterations": 6,
  "timing.fmax_mhz": 77.2,
  "antenna_found_initial": 1,
  "timing_hold_violations_final": 0,
  "stage_log_warnings": 32,
  "synth-cells-yosys": 3258,
  "antenna_left": 0,
  "final.setup.worst_slack_ns": 38.24,
  "drt_first_iter_violations": 1782,
  "dpl-instance-area_um2": 29600,
  "die-area_um2": 68900,
  "fp-utilization": 0.404,
  "grt_most_used_layer": "met2",
  "wl_per_cell_um": 21.3,
  "die_height_um": 263,
  "worst-path-max-fanout": 66,
  "route.vias.total": 24801,
  "detail_route.drc_violations": 0,
  "globalRouteOverflowTotal": 0,
  "postSynth.asyncResetShare": 0,
  "synth.yosys.chip_area_um2": 27100,
  "power_density_over_the_cells_nw_per_um2": 33.0,
  "place_ws_ns": 37.69,
  "synthDistinctLibCells": 81,
  "clockRootBuffer": "sky130_fd_sc_hd__clkbuf_16",
  "share_of_the_clock_period_used_by_the_worst_path_after_layout": 0.253,
  "cts_made_buffers": 47,
  "yosys_warnings": 2,
  "grt_use_met2": 0.417,
  "ctsHoldBuffers": 0,
  "layout.cells.most_common": "sky130_fd_sc_hd__nor2_1",
  "fin_worst_skew_ns": 0.0304,
  "setup.worst_path.class": "in2reg",
  "timing.max_slew.rel_slack": 0.457,
  "report.final.setup_viol": 0,
  "rows": 95
}
## per-layer routing
| metal | up-vias | wire [um] |
|---|---|---|
| met5 | - | 0 |
| met4 | 0 | 2140 |
| met3 | 122 | 6070 |
| met2 | 649 | 41700 |
| met1 | 11846 | 39600 |
| li1 | 12184 | - |
## synthesized netlist by cell type, types with 14 or more instances
library cell               instances  area share
sky130_fd_sc_hd__a211oi_1         14      0.0039
sky130_fd_sc_hd__a21o_1           55       0.015
sky130_fd_sc_hd__a21oi_1         278       0.051
sky130_fd_sc_hd__a221oi_1        134       0.043
sky130_fd_sc_hd__a22oi_1         115       0.032
sky130_fd_sc_hd__a31oi_1          20      0.0046
sky130_fd_sc_hd__clkbuf_1        225       0.031
sky130_fd_sc_hd__dfxtp_1         198        0.15
sky130_fd_sc_hd__edfxtp_1        192        0.21
sky130_fd_sc_hd__ha_1            126       0.058
sky130_fd_sc_hd__inv_1            49      0.0068
sky130_fd_sc_hd__mux2i_1          82       0.030
sky130_fd_sc_hd__nand2_1         205       0.028
sky130_fd_sc_hd__nand2b_1         27      0.0062
sky130_fd_sc_hd__nand3_1          24      0.0044
sky130_fd_sc_hd__nand4_1          70       0.016
sky130_fd_sc_hd__nor2_1          414       0.057
sky130_fd_sc_hd__nor2b_1          69       0.016
sky130_fd_sc_hd__nor3_1          230       0.042
sky130_fd_sc_hd__nor4_1           28      0.0065
sky130_fd_sc_hd__o21a_1           19      0.0053
sky130_fd_sc_hd__o21ai_0         205       0.038
sky130_fd_sc_hd__o21ai_1          29      0.0053
sky130_fd_sc_hd__o21bai_1         51       0.014
sky130_fd_sc_hd__o221ai_1         15      0.0048
sky130_fd_sc_hd__xnor2_1          70       0.023
sky130_fd_sc_hd__xor2_1          157       0.051
## power breakdown
| group | total, uW | leakage, uW | switching (uW) | internal [uW] |
|---|---|---|---|---|
| combinational | 319 | 0.00773 | 198 | 120 |
| clock | 337 | 0.000742 | 144 | 193 |
| sequential | 374 | 0.00344 | 24.4 | 350 |
| total | 1030 | 0.0119 | 367 | 663 |
## kinds of logic after synthesis
family / share of synthesized area
compound gates: 0.246
buf+inv: 0.0419
fa+ha+maj: 0.0596
simple gates: 0.190
flops: 0.358
mux: 0.0302
xor+xnor: 0.0732
## final timing paths
check | start | to | cells after the start
max | mul_vaild_i | multiplicand_r[127] | 9
min | multiplier_r[65] | multiplier_r[65] | 2
max reg2reg | multiplier_r[1] | result[100] | 17
min reg2reg | multiplier_r[65] | multiplier_r[65] | 2
## flip-flops by register name (all words and copies together) (netlist names)
name and cells:
multiplier_r 66, result_lo_o 64, result 128, multiplicand_r 128
mul_valid_o 1, state 3
## critical path: stages
cell and delay, ns:
sky130_fd_sc_hd__clkdlybuf4s50_1 0.54, sky130_fd_sc_hd__nand2b_1 0.18, sky130_fd_sc_hd__nor4_2 0.17, sky130_fd_sc_hd__buf_4 0.62, sky130_fd_sc_hd__nand3_1 0.25, sky130_fd_sc_hd__nand2_2 0.60, sky130_fd_sc_hd__buf_4 0.52, sky130_fd_sc_hd__a21oi_1 0.08
sky130_fd_sc_hd__nor3_1 0.22
## area by class of cell
class | instances | area (um2)
Inverter | 51 | 193
Antenna cell | 1 | 2.50
Timing Repair Buffer | 231 | 2270
Clock inverter | 26 | 250
Fill cell | 6532 | 36000
Sequential cell | 390 | 9740
Clock buffer | 62 | 1280
Multi-Input combinational cell | 2571 | 16400
Tap cell | 873 | 1090
## metrics by stage
| stage | hold WS, ns | std cells | power (uW) |
|---|---|---|---|
| final | 0.503 | 4205 | 1030 |
| after detailed placement | 0.491 | 4116 | 695 |
| after CTS | 0.499 | 4204 | 1030 |
| after global routing | 0.528 | 4205 | 1080 |
| after floorplan | 0.458 | 3258 | 603 |
| after global placement | 0.483 | 4116 | 695 |
Power is estimated from default activity; no workload was simulated.
