==> flow/design.v <==
module ysyx_22041412_csa #(parameter width=128) (
	input [width-1:0] op1,
	input [width-1:0] op2,
	input [width-1:0] op3,
	output [width-1:0] S,
	output [width-1:0] C
);
genvar i;
generate
	for(i=0; i<width; i=i+1) begin:csaloop
		ysyx_22041412_full_adder u_full_adder(
			.a      (   op1[i]    ),
			.b      (   op2[i]    ),
			.cin    (   op3[i]    ),
			.cout   (   C[i]	  ),
			.s      (   S[i]      )
		);
	end
endgenerate
endmodule
module ysyx_22041412_full_adder(
    input a,
    input b,
    input cin,
    output cout,
    output s
);
assign s = a ^ b ^ cin;
assign cout = a & b | (cin & (a ^ b));
endmodule
==> flow/run.sh <==
#!/bin/bash
# OpenROAD 26Q1-2900-gdf79404cd8, Yosys 0.63+post, stock flow scripts
make -C /OpenROAD-flow-scripts/flow DESIGN_CONFIG=/design/flow/config.mk WORK_HOME=/design/flow/orfs finish
==> flow/config.mk <==
export PLATFORM = sky130hd
export DESIGN_NAME = ysyx_22041412_csa
export DESIGN_NICKNAME = ysyx_22041412_csa
export VERILOG_FILES = /design/flow/design.v
export SDC_FILE = /design/flow/constraint.sdc
export NUM_CORES = 4
export LEC_CHECK = 1
export CORE_AREA = 10 10 250 250
export DIE_AREA = 0 0 260 260
==> flow/constraint.sdc <==
current_design ysyx_22041412_csa

set clk_period 1.0
set clk_io_pct 0.2

create_clock -name clk0 -period $clk_period

set non_clock_inputs [all_inputs -no_clocks]
set_input_delay [expr $clk_period * $clk_io_pct] -clock clk0 $non_clock_inputs
set_output_delay [expr $clk_period * $clk_io_pct] -clock clk0 [all_outputs]
==> deck_impl_summary.md <==
Synthesis and Place & Route Summary

Outcome
  • Result of the run: finished, violations left
  • Violated checks: setup timing

Setup path
  • CP required: approximately 0.80 ns
  • Worst setup path class: input port to output port
  • Maximum fanout count along the critical path: 1
  • Data arrival time at the worst-slack endpoint: 1.02 ns
  • Cell with the largest stage delay on the worst path: sky130_fd_sc_hd__fa_2
  • Delay of the slowest critical-path stage: 0.60 ns
  • Launching element type of the critical path: input port
  • Cell breakdown of the critical path: buf_6 -> fa_2 -> buf_2
  • Worst setup EP type: output port

Min path
  • Path category of the worst min-delay check: input port to output port
  • Source of the worst hold timing path: op3[75]
  • Hold-critical path depth: 3
  • Hold EP: C[75]

Synth
  • Synth area leader: sky130_fd_sc_hd__fa_1
  • Top cells by area: sky130_fd_sc_hd__fa_1 (57%), sky130_fd_sc_hd__buf_4 (43%)
  • Chip area in the Yosys report: roughly 4500 um^2
  • Syn Inst Count: 384
  • Count of different cell masters after synthesis: 2
  • Yosys cell count: approximately 380
  • Top cell type's share of synthesized area: 0.571
  • Synthesis warning total: 0
  • Part of the Yosys area used for sequential elements: 0
  • Summed instance area of the synthesized netlist: between 4000 and 5000 um^2
  • Mean area per synthesized cell: around 12 um^2

Final layout
  • Tally of clock buffers in the finished layout: 0
  • Area growth from synthesis to layout: 93.6%
  • Final cell utilization of the core: 0.153
  • Final Instance Count excl. Fillers: around 1500
  • Seq Cell Count: 0
  • Share of cells above drive strength 1: 1.00
  • Footprint of the flip-flops and latches: 0 um^2

Place
  • Cell count after placement: about 1500
  • Weighted congestion reported at the end of routability-driven placement: a little over 0.9
  • Placed wire-length estimate after detailed placement: 27.6 mm
  • Number of buffers added on ports: 640

Detailed routing
  • Met3 wire length: just under 5 mm
  • Mean routed wirelength per cell: 18.8 um
  • Highest signal layer in the routed design: met5
  • Routed Antenna Nets: 0
  • DRT Wirelength: about 29 mm
  • Met2 wire length: ~15 mm
  • Via-to-Cell Ratio: 2.62
  • TritonRoute pass-1 iters: 4
  • DRC violation count after routing: 0
  • First-iteration detailed-routing DRC count: ~90
  • Detailed-route wire length on metal 1: between 8 and 9 mm
  • Via count of the routed design: roughly 4000

Global route
  • Total overflow reported by the global router: 0
  • GRT Resource Usage Total: 0.0787
  • Global-route wire length before repair: about 38 mm
  • Initial antenna violation count: 6
  • Vias in the first global route: between 5000 and 6000
  • Largest net degree at the start of global routing: 2

Timing
  • Final worst path period share: 1.22
  • Final setup viols: between 150 and 200
  • Maximum frequency from static timing analysis: between 800 and 900 MHz
  • Worst max-slew margin expressed relative to the limit: 0.927
  • Setup repair after global routing missed its margin: yes
  • Final max-slew violation count: 0
  • Final tally of hold violations: 0
  • Min Clock Period, post-route: ~1.2 ns
  • Slew @ Worst Pin: between 0.1 and 0.15 ns
  • Final critical-path setup slack: -0.221 ns

Floorplanning
  • Floorplan die height: ~260 um
  • Number of placed I/O pins: between 600 and 700
  • Die area: ~68000 um^2
  • Die Width: around 260 um
  • Placeable Area: between 50000 and 60000 um^2
  • Floorplan row count: 87
  • Core Density at Floorplan: 0.0791

Power
  • Internal power: 2500 uW
  • Sequential cell fraction of total power: 0
  • Ratio of total power to cell area: 444 nW/um^2
  • Maximum vdd ir drop: roughly 160 uV
  • Reported net switching power: between 1000 and 1500 uW
  • Leakage component of the power: roughly 0.0039 uW
  • Part of the total power dissipated in combinational logic: 1.000
  • Relative contribution of the clock network to total power: 0
  • Sw Ratio: 0.353

Flow run
  • Number of warnings the tools reported: 35
  • Number of violations of the max-capacitance limit: 0

Clock network
  • Post-CTS Repair Setup Buffers: 0
==> power by group through the flow <==
stage,Clock (uW),Sequential [uW],Combinational (uW)
4_1_cts,0,0,3840
5_1_grt,0.000134,0,4370
6_report,0.000269,0,3860
==> cells by family after synthesis <==
logic type,share of synthesized area
buf+inv,0.429
fa+ha+maj,0.571
==> synthesized netlist by cell type <==
cell	count
sky130_fd_sc_hd__fa_1	128
sky130_fd_sc_hd__buf_4	256
==> routing by layer <==
layer	up-vias	global-route usage
li1	1668	-
met1	1882	0.0724
met2	424	0.143
met3	22	0.0519
met4	2	0.0125
met5	-	0.00584
==> area by class of cell <==
class,instances,area [um^2]
repair buffers,640,4850
fillers,6398,48000
well taps,756,946
diodes,2,5.00
multi-input cells,128,2880
==> worst max-delay path: cells and delay by family <==
family                   cells  cell delay (ns)
adder cells (fa/ha/maj)      1             0.60
buffers and inverters        2             0.21
==> cell usage in the layout, fill, tap and decap left out <==
cell	Yosys	routed
sky130_fd_sc_hd__buf_12	0	1
sky130_fd_sc_hd__buf_2	0	385
sky130_fd_sc_hd__buf_8	0	13
sky130_fd_sc_hd__diode_2	0	2
sky130_fd_sc_hd__buf_4	256	2
sky130_fd_sc_hd__fa_2	0	128
sky130_fd_sc_hd__buf_6	0	239
==> stage by stage <==
stage	cell area, um^2	TNS [ns]	setup WS, ns	total power, uW	hold WS, ns
after global placement	9920	-205.14	-1.07	5120	1.21
after floorplan	4480	-0.0633	-0.000495	1880	0.614
after global routing	8680	-21.41	-0.245	4370	0.726
final	8680	-18.62	-0.221	3860	0.711
after detailed placement	9920	-205.38	-1.06	5130	1.22
after CTS	8220	-19.76	-0.261	3840	0.720
==> worst max-delay path by stage <==
stage                   start  endpoint  cells past startpoint
final                 op3[13]     S[13]                      3
after global routing  op1[86]     S[86]                      3
after CTS             op3[86]     S[86]                      3
==> what timing repair did <==
action                                  in CTS  in global routing
endpoints found under the setup margin     256                177
gates resized                             2684                 77
hold buffers                                 0                  0
pin swaps                                  128                 69
hold endpoints to repair                     0                  0
Power and IR drop assume default switching activity.
