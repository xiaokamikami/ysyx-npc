[flow/run.sh]
#!/bin/bash
# OpenROAD 26Q1-2900-gdf79404cd8, Yosys 0.63+post, stock flow scripts
make -C /OpenROAD-flow-scripts/flow DESIGN_CONFIG=/design/flow/config.mk WORK_HOME=/design/flow/orfs finish
[flow/config.mk]
export PLATFORM = sky130hd
export DESIGN_NAME = ysyx_22041412_div
export DESIGN_NICKNAME = ysyx_22041412_div
export VERILOG_FILES = /design/flow/design.v
export SDC_FILE = /design/flow/constraint.sdc
export NUM_CORES = 4
export LEC_CHECK = 1
export CORE_UTILIZATION = 30
[flow/constraint.sdc]
current_design ysyx_22041412_div

set clk_period 19.1
set clk_io_pct 0.2

create_clock -name clk0 -period $clk_period [get_ports {clk}]

set non_clock_inputs [all_inputs -no_clocks]
set_input_delay [expr $clk_period * $clk_io_pct] -clock clk0 $non_clock_inputs
set_output_delay [expr $clk_period * $clk_io_pct] -clock clk0 [all_outputs]
[flow/design.v]
module ysyx_22041412_div (
input       clk,
input       rst,
input [63:0]dividend,   
input [63:0]divisor,    
input       div_valid,  
input       divw     ,  
input       div_signed, 
input       div_mode,   
output reg       out_valid, 
output reg[63:0] div_result
);
wire [31:0]dividend_b ;  
wire [31:0]divisor_b ;   
wire [63:0]dividend_abs;
wire [63:0]divisor_abs;
reg  [127:0]dividend_r;
reg  [63:0]divisor_r; 
reg        div_valid_r;
reg [63:0]quotient;      
reg [64:0]remainder; 	 
reg       div_doing; 
reg [5:0] div_count;              
reg       div_end;
assign dividend_b = (divw) ? (div_signed & dividend[31] )?  ~dividend[31:0] +1'b1 :  dividend[31:0] : 32'b0;
assign divisor_b  = (divw) ? (div_signed & divisor[31]  )?  ~divisor [31:0] +1'b1 :  divisor [31:0] : 32'b0;
assign dividend_abs = (div_signed & dividend[63])? ~dividend[63:0] +1'b1 :  dividend;
assign divisor_abs =  (div_signed & divisor[63]) ? ~divisor [63:0] +1'b1 :  divisor;
wire [64:0] dividend_sub;
assign dividend_sub  = dividend_r[127:63] - {{1'b0},divisor_r};
wire [32:0] dividend_sub_32;
assign dividend_sub_32 = dividend_r[95:63] - {{1'b0},divisor_r[31:0]};
always @(posedge clk)begin
    if(rst)begin
        div_doing<=  1'b0; 
    end else begin
        if(div_valid & ~div_doing)begin
            div_doing<=  1'b1;
        end else if(div_doing & out_valid)begin
            div_doing<=  1'b0;      
        end
        else begin
            div_doing<=  div_doing;   
        end
    end
end
reg dividend_signed;
reg divisor_signed;
wire quotient_signed;
wire remainder_signed;
assign quotient_signed  = ((dividend_signed & ~divisor_signed) || (~dividend_signed & divisor_signed)) ? 1'b1 :1'b0;
assign remainder_signed = dividend_signed;
always @(posedge clk)begin
    if(div_valid & ~div_doing)begin    
        div_count  <= divw ? 'd31 : 'd63;
        dividend_r <=  (~divw) ? {{64{1'b0}},dividend_abs} : {{64{1'b0}},dividend_b,{32{1'b0}}};
        divisor_r  <=  (~divw) ? divisor_abs  : {{32{1'b0}},divisor_b };
        div_valid_r<=  1'b1;
        dividend_signed  <= divw ?  dividend[31] : dividend[63];
        divisor_signed   <= divw ?  divisor[31]  : divisor[63] ;
    end
    else if(div_valid_r & ~div_end & ~out_valid)begin  
        case (divw)
        'b1:begin    
            if ( dividend_r[95:63] >= {{1'b0},divisor_r[31:0]}) begin  
                quotient[div_count] <= 1'b1;  
                dividend_r[95:64]   <=dividend_sub_32[31:0];
                dividend_r[63:0]    <=dividend_r[63:0] <<1 ;
            end  
            else begin  
                quotient[div_count] <= 1'b0;  
                dividend_r          <=dividend_r  <<1 ;
            end  
        end
        default :begin   
            if ( dividend_r[127:63] >= {{1'b0},divisor_r}) begin  
                quotient[div_count] <= 1'b1;  
                dividend_r[127:64]  <=dividend_sub[63:0];
                dividend_r[63:0]    <=dividend_r[63:0] <<1 ;
            end  
            else begin  
                quotient[div_count] <= 1'b0;  
                dividend_r          <=dividend_r  <<1 ;
            end  
        end     
        endcase
        div_count  <= div_count - 1'b1;
        div_end    <= (div_count==0) ?1'b1 :1'b0;
    end else if(div_end)begin
        out_valid  <= 1'b1;
        div_end    <= 1'b0;
        div_result <=  div_mode ? (div_signed & remainder_signed  ) ? ((~dividend_r[127:64]) +1'b1): dividend_r[127:64]:
                                  (div_signed & quotient_signed   ) ? ((~quotient) +1'b1) : quotient;
        div_count  <= 6'd0;
    end 
    else if(out_valid)begin
        out_valid<= 1'b0;
        div_count<= 6'd0;
        dividend_r <=  128'b0;
        divisor_r  <=  64'b0;
        div_valid_r<=  1'b0;
    end
end
endmodule
==> Table 3: Implementation characteristics <==
Characteristics after synthesis and place and route

Parameter                              Value

Yosys
  Flops out of synthesis .................. 332
  Most instantiated flip-flop cell in the synthesis netlist .................. edfxtp_1
  Synthesized instance count .................. 2713
  Yosys warnings .................. 1
  Asr flop ratio synth .................. 0%
  Chip area estimate from yosys synthesis .................. 24000 sq um
  Distinct cell type count after synthesis .................. 88
  Sequential element share of the synthesized area .................. 41.45%
  Yosys stat cell total .................. 2713
  Count of library flops with an enable pin .................. 330
  Average footprint of a synthesized cell .................. 8.847 sq um
  Mapped Area .................. 24000 sq um

Pwr
  Share of power burned in combinational logic .................. 37.0%
  Static leakage power .................. 9.927 nW
  Net Sw Power .................. 0.001057 W
  Internal power .................. 0.001784 W
  P per Cell Area .................. 100.5 nW/um^2
  Sequential cell fraction of total power .................. 35.6%
  Relative contribution of the clock network to total power .................. 27.3%
  Switch share .................. 37.20%
  Max VDD drop .................. 65.38 uV

Timing
  Post-route clock period utilization .................. 37.32%
  Final hold violation count .................. 0
  Setup slack after layout .................. 11.97 ns
  Final setup violating endpoints .................. 0
  Slew at the pin closest to its max-slew limit .................. 0.9704 ns
  Setup repair after global routing missed its margin .................. no
  Max-slew violation count .................. 0
  Clock skew .................. 0.02775 ns
  Shortest period the worst path allows .................. 7.128 ns
  Relative slew slack .................. 34.48%
  Setup TNS .................. 0 ns
  Highest Clock Rate .................. 0.1403 GHz

Clocking
  Clock tree root driver cell .................. clkbuf_16
  Clock tree from TritonCTS .................. yes
  Worst-path clk slew .................. 0.06 ns
  Number of setup buffers added after CTS .................. 0
  Post-CTS Hold Buffers .................. 0
  H-tree levels .................. 2
  Cell resize tally after clock tree synthesis .................. 0
  TritonCTS Sinks .................. 332
  CTS buffer count .................. 40
  Clk Latency, worst-skew pair .................. 0.57 ns
  Maximum clock insertion buffer count .................. 3

Worst setup path
  Register-to-register setup slack .................. 14.19 ns
  Number of cells traversed by the worst register-to-register path .................. 14
  Largest stage delay on the critical path .................. 0.63 ns
  CP Data Required Time .................. 19.38 ns
  Startpoint kind of the worst setup timing path .................. input port
  Largest fanout of any net on the critical path .................. 6
  Arrival time of data at the critical path endpoint .................. 7.41 ns
  Worst Setup End Kind .................. flip-flop
  Setup CP Type .................. in -> reg
  Slowest CP cell .................. nor4_2
  List of cells traversed by the critical path .................. clkdlybuf4s50_1 -> or3_1 -> or4_1 -> nor4_2 -> nand2_1 -> nor3_1 -> nand2_1 -> nor2_1 -> a21oi_1 -> xnor2_1 -> nor2_1
  Worst R2R Start .................. dividend_r[91]$_SDFFCE_PN0P_

Global route
  Global-route usage over all layers .................. 18.73%
  Remaining global-route overflow .................. 0
  Initial antenna violation count .................. 3
  Number of global-route vias before repair .................. 19370
  Largest net degree at the start of global routing .................. 68
  First-pass GRT wire length .................. 113.5 mm

Hold path
  Worst hold path depth .................. 2
  Worst hold path startpoint .................. div_valid_r$_SDFFE_PP1P_
  Class of the most critical hold timing path .................. reg -> reg
  Hold endpoint .................. div_valid_r$_SDFFE_PP1P_

Place
  Post-DP HPWL .................. 56.76 mm
  Quantity of I/O buffers inserted on ports .................. 198
  DP Area .................. 26940 sq um
  Final weighted congestion in routability-driven placement .................. 0.9725
  Dpl cells .................. 3840
  Pre-CTS setup slack .................. 11.56 ns

Die
  Die x size .................. 284.9 microns
  Die area .................. 81140 sq um
  I/O pin count .................. 199
  Floorplan core density .................. 30.33%
  Core region area .................. 79130 sq um
  Die height .................. 284.9 microns
  Core Rows .................. 103

Cells and area
  Area added between synthesis and finish .................. 17.70%
  Post-Layout Inst Area .................. 28250 sq um
  Tally of non-filler cells in the final layout .................. 3911
  Fraction of layout cells with a size suffix above 1 .................. 5.173%

Detailed routing
  Final routed DRC violation total .................. 0
  Initial detailed-routing violation count .................. 1519
  Vias post-DR .................. 20430
  Drt pass-1 iters .................. 5
  Antenna diode count .................. 0
  Number of nets still failing antenna checks after routing .................. 0
  Per-cell routed wire length .................. 19.13 microns
  Total Wirelength .................. 74.82 mm
  Drt via density .................. 5.224

Flow run
  Tally of OpenROAD warnings .................. 28
  Max Cap Violations .................. 0

Outcome
  Status .................. finished clean
power groups by stage:
stage	clock network, W	logic [W]	registers [W]
6_report	0.000776	0.00105	0.00101
5_1_grt	0.000822	0.00116	0.00102
4_1_cts	0.000796	0.00105	0.00101
cell usage in the layout, fill, tap and decap left out, types with 7 or more instances in the layout:
cell type,instances
nor2_1,378
edfxtp_1,330
nand2_1,231
a21oi_1,228
o21ai_0,203
clkdlybuf4s50_1,196
xnor2_1,187
xor2_1,136
nor3_1,105
inv_1,102
ha_1,72
nand3_1,66
or3_1,50
clkbuf_16,42
o31ai_1,35
mux2i_1,35
buf_4,33
nand2b_1,25
a21o_1,25
nor4_1,25
or4_1,24
a31oi_1,23
nand4_1,21
a211oi_1,21
o41ai_1,21
and2_1,18
and3_1,14
o21bai_1,14
o221ai_1,11
o21a_1,11
clkinv_1,10
clkbuf_1,10
nor2_2,9
o21ai_1,8
o211ai_1,8
a41oi_1,8
nand3b_1,7
nor2b_1,7
metrics by stage:
step	power [W]	hold WS (ns)	utilization [%]
2_1_floorplan	0.001729	0.4319	-
3_3_place_gp	0.002074	0.4453	34.04
3_5_place_dp	0.002071	0.4446	34.04
4_1_cts	0.002859	0.4553	35.70
5_1_grt	0.003000	0.4850	35.70
6_report	0.002840	0.4557	35.70
per-layer routing:
metal | part of all wire [%] | wire length [microns] | GRT usage [%] | up-vias
met2 | 46 | 34300 | 28.72 | 710
li1 | - | - | - | 10010
met1 | 42 | 31570 | 26.07 | 9609
met4 | 2.5 | 1891 | 4.234 | 2
met5 | 0.016 | 12 | 0 | -
met3 | 9.4 | 7044 | 6.642 | 102
synth_stat cells, types with 23 or more instances:
master,number,area share [%]
nor2_1,379,5.9
edfxtp_1,330,41
nand2_1,235,3.7
a21oi_1,228,4.8
o21ai_0,203,4.2
xnor2_1,187,6.8
xor2_1,136,5.0
clkbuf_1,120,1.9
nor3_1,105,2.2
inv_1,102,1.6
ha_1,72,3.8
nand3_1,66,1.4
or3_1,50,1.3
mux2i_1,35,1.5
o31ai_1,35,1.1
nand2b_1,26,0.68
a21o_1,25,0.78
nor4_1,25,0.65
or4_1,24,0.75
a31oi_1,23,0.60
area by class of cell:
class | instances | area [sq um]
repair buffers | 230 | 2215
fillers | 8025 | 50880
multi-input cells | 2125 | 13070
inverters | 103 | 386.6
clock buffers | 52 | 1089
flip-flops and latches | 332 | 9950
well taps | 1050 | 1314
clock inverters | 19 | 222.7
kinds of logic (layout without fill, tap and decap cells):
logic type | count (synthesis) | after routing | synth area share, %
flops | 332 | 332 | 41.45
xor+xnor | 323 | 323 | 11.79
mux | 36 | 36 | 1.507
simple gates | 1042 | 1042 | 20.96
buf+inv | 256 | 404 | 4.186
compound gates | 651 | 651 | 16.27
fa+ha+maj | 73 | 73 | 3.837
worst max path at each step:
stage / endpoint / slack [ns] / from / cells after the start
after CTS: divisor_r[57]$_SDFFCE_PP0P_ / 12.13 / divisor[7] / 11
after global routing: divisor_r[57]$_SDFFCE_PP0P_ / 11.74 / divisor[7] / 11
final: divisor_r[57]$_SDFFCE_PP0P_ / 11.97 / divisor[7] / 11
critical path, delay by kind of cell:
kind,cells,cell delay (ns)
AND/OR/NAND/NOR,8,2.83
XOR/XNOR,1,0.17
buffers and inverters,1,0.46
AND-OR/OR-AND,1,0.11
Power and IR drop assume default switching activity.
